==> /design/flow/design.v <==
`timescale 1ns / 1ps
module ALU(
    input [7:0] A,
    input [7:0] B,
    output [7:0] Out0,
    output [7:0] Out1,
    output [7:0] Out2,
    output [7:0] Out3,
    output [7:0] Out4,
    output [7:0] Out5,
    output [7:0] Out6,
    output [7:0] Out7
    );
Adder 		M1	(.AAdder(A),	.BAdder(B),		.Out0Adder(Out0));
ShiftLeft 	M2	(.ASL(A),							.Out1SL(Out1));
ShiftRight 	M3	(.ASR(A),							.Out2SR(Out2));
And 			M4 (.AAnd(A), 		.BAnd(B),		.Out3And(Out3));
Or 			M5 (.AOr(A), 		.BOr(B), 		.Out4Or(Out4));
Xor 			M6 (.AXor(A), 		.BXor(B), 		.Out5Xor(Out5));
Nand 			M7 (.ANand(A), 	.BNand(B) ,		.Out6Nand(Out6));
Compare 		M8 (.ACompare(A),	.BCompare(B), 	.Out7Compare(Out7));
endmodule
module Adder( input [7:0] AAdder,
    input [7:0] BAdder,
	 output reg [7:0] Out0Adder);
	 always @ (*) begin
	 Out0Adder <= AAdder + BAdder;
	 end
endmodule
module ShiftLeft( input [7:0] ASL,
	 output reg [7:0] Out1SL);
	 	 always @ (*) begin
	 Out1SL <= ASL<<1;
	 end
endmodule
module ShiftRight ( input [7:0] ASR,
	 output reg [7:0] Out2SR);
	 	 always @ (*) begin
	 Out2SR <= ASR>>1;
	 end
endmodule	 
module And ( input [7:0] AAnd,  input [7:0] BAnd,
	 output reg [7:0] Out3And);
	 	 always @ (*) begin
	 Out3And <= AAnd&BAnd;
	 end
endmodule	 
module Or ( input [7:0] AOr,  input [7:0] BOr,
	 output reg [7:0] Out4Or);
	 	 always @ (*) begin
	 Out4Or <= AOr|BOr;
	 end
endmodule	
module Xor ( input [7:0] AXor,  input [7:0] BXor,
	 output reg [7:0] Out5Xor);
	 	 always @ (*) begin
	 Out5Xor <= AXor^BXor;
	 end
endmodule	
module Nand ( input [7:0] ANand,  input [7:0] BNand,
	 output reg [7:0] Out6Nand);
	 	 always @ (*) begin
	 Out6Nand <= ~(ANand&BNand);
	 end
endmodule	
module Compare ( input [7:0] ACompare,  input [7:0] BCompare,
	 output reg [7:0] Out7Compare);
	 	 always @ (*) begin
	if(ACompare >= BCompare) begin
	Out7Compare <= 255;
	end
	else begin
	Out7Compare<= 0;
	end
	end
endmodule	
`timescale 1ns / 1ps
module BusSplit(
    input [11:0] K,
    output [7:0] G,
    output [3:0] T
    );
	 assign G [7:0] = K [7:0];
	 assign T[3:0] = K [11:8];
endmodule
`timescale 1ns / 1ps
module InstructionDecoder(
    input [3:0] instruction,
    output reg Clear,
    output reg  EnableA,
    output reg EnableB,
    output reg EnableOut,
    output reg S0,
    output reg S1,
    output reg S2,
    output reg S3
    );
always@(*) begin
	if (instruction == 0 ) begin
		Clear <= 1;
		EnableA <= 1;
		EnableB <=1;
		EnableOut <= 1;
		S0 <= 1'bx;
		S1 <= 1'bx;
		S2 <= 1'bx;
		S3 <= 1'bx;
	end
	else if (instruction == 1 ) begin
		Clear <= 0;
		EnableA <= 1;
		EnableB <=0;
		EnableOut <= 0;
		S0 <= 1'bx;
		S1 <= 1'bx;
		S2 <= 1'bx;
		S3 <= 1'bx;
		end
		else if (instruction == 2 ) begin
		Clear <= 0;
		EnableA <= 0;
		EnableB <=1;
		EnableOut <= 0;
		S0 <= 0;
		S1 <= 1'bx;
		S2 <= 1'bx;
		S3 <= 1'bx;
		end
		else if (instruction == 3) begin
		Clear <= 0;
		EnableA <= 0;
		EnableB <=1;
		EnableOut <= 0;
		S0 <= 1;
		S1 <= 1'bx;
		S2 <= 1'bx;
		S3 <= 1'bx;
		end
			else if (instruction == 4 ) begin
		Clear <= 0;
		EnableA <= 0;
		EnableB <=0;
		EnableOut <= 1;
		S0 <= 1'bx;
		S1 <= 0;
		S2 <= 0;
		S3 <= 0;
		end
			else if (instruction == 5 ) begin
		Clear <= 0;
		EnableA <= 0;
		EnableB <=0;
		EnableOut <= 1;
		S0 <= 1'bx;
		S1 <= 0;
		S2 <= 0;
		S3 <= 1;
		end
			else if (instruction == 6 ) begin
		Clear <= 0;
		EnableA <= 0;
		EnableB <=0;
		EnableOut <= 1;
		S0 <= 1'bx;
		S1 <= 0;
		S2 <= 1;
		S3 <= 0;
		end
			else if (instruction == 7 ) begin
		Clear <= 0;
		EnableA <= 0;
		EnableB <=0;
		EnableOut <= 1;
		S0 <= 1'bx;
		S1 <= 0;
		S2 <= 1;
		S3 <= 1;
		end
			else if (instruction == 8 ) begin
		Clear <= 0;
		EnableA <= 0;
		EnableB <=0;
		EnableOut <= 1;
		S0 <= 1'bx;
		S1 <= 1;
		S2 <= 0;
		S3 <= 0;
		end
			else if (instruction == 9 ) begin
		Clear <= 0;
		EnableA <= 0;
		EnableB <=0;
		EnableOut <= 1;
		S0 <= 1'bx;
		S1 <= 1;
		S2 <= 0;
		S3 <= 1;
		end
			else if (instruction == 10 ) begin
		Clear <= 0;
		EnableA <= 0;
		EnableB <=0;
		EnableOut <= 1;
		S0 <= 1'bx;
		S1 <= 1;
		S2 <= 1;
		S3 <= 0;
		end
				else if (instruction == 11 ) begin
		Clear <= 0;
		EnableA <= 0;
		EnableB <=0;
		EnableOut <= 1;
		S0 <= 1'bx;
		S1 <= 1;
		S2 <= 1;
		S3 <= 1;
		end
		else begin
			Clear <= 0;
		EnableA <= 0;
		EnableB <=0;
		EnableOut <= 0;
		S0 <= 1'bx;
		S1 <= 1'bx;
		S2 <=1'bx;
		S3 <= 1'bx;
		end
	end
	endmodule
`timescale 1ns / 1ps
module Mux2x1(
    input [7:0] muhsin,
    input [7:0] adithya,
    input ss,
    output reg [7:0] outsmall
    );
 always @ (*) begin
	 case ( ss )
0 : outsmall <= muhsin;
1 : outsmall <= adithya;
endcase
end
endmodule
`timescale 1ns / 1ps
module Mux8x1(
    input [7:0] a,
    input [7:0] b,
    input [7:0] c,
    input [7:0] d,
    input [7:0] e,
    input [7:0] f,
    input [7:0] g,
    input [7:0] h,
    input Select0,
    input Select1,
    input Select2,
    output reg [7:0]  OutMux
    );
	 always @ (*) begin
	 case ( {Select2,Select1,Select0} )
0 : OutMux <= a;
1 : OutMux <= b;
2 : OutMux <= c;
3 : OutMux <= d;
4 : OutMux <= e;
5 : OutMux <= f;
6 : OutMux <= g;
7 : OutMux <= h;
endcase
end
endmodule
`timescale 1ns / 1ps
module Registers(
    input [7:0] H,
    output reg [7:0] Hout,
    input Clr,
    input Enable,
    input Clock
    );
	 always @(posedge Clock) begin
	 if (Enable)
	 begin
	if(Clr) begin
		Hout <= 0;
		end
	else begin
		Hout <=H;
		end
	end
	end
endmodule
`timescale 1ns / 1ps
module TinyCPU(
    input [11:0] In,
    input Clk,
    output [7:0] Result,
	 output [7:0] RegA,
	 output [7:0] RegB
    );
wire [7:0] data;
wire [3:0] instructionwire ;
BusSplit F1 (.K(In),.G(data),.T(instructionwire));
wire Clearwire,EnableAwire,EnableBwire,EnableOutwire,S0wire,S1wire,S2wire,S3wire;
InstructionDecoder F2(.instruction(instructionwire),.Clear(Clearwire),.EnableA(EnableAwire),.EnableB(EnableBwire),.EnableOut(EnableOutwire),.S0(S0wire),.S1(S1wire),.S2(S2wire),.S3(S3wire));
wire mux2x1outwire;
wire [7:0]  RegisterBinwire;
wire [7:0]  RegisterOutoutwire;
Mux2x1 F3 (.muhsin(data),.adithya(RegisterOutoutwire),.ss(S0wire),.outsmall(RegisterBinwire));
wire [7:0]  RegisterAoutwire, RegisterBoutwire;
Registers F4 (.H(data),.Hout(RegisterAoutwire),.Clr(Clearwire),.Enable(EnableAwire),.Clock(Clk));
Registers F5 (.H(RegisterBinwire),.Hout(RegisterBoutwire),.Clr(Clearwire),.Enable(EnableBwire),.Clock(Clk));
wire [7:0]  ALUtoMux0,ALUtoMux1,ALUtoMux2,ALUtoMux3,ALUtoMux4,ALUtoMux5,ALUtoMux6,ALUtoMux7;
wire [7:0]  Mux8x1toRegOut;
ALU F6 (.A(RegisterAoutwire),.B(RegisterBoutwire),.Out0(ALUtoMux0),.Out1(ALUtoMux1), .Out2(ALUtoMux2), .Out3(ALUtoMux3),.Out4(ALUtoMux4),.Out5(ALUtoMux5), .Out6(ALUtoMux6),.Out7(ALUtoMux7) );
Mux8x1 F7 (.a(ALUtoMux0),.b(ALUtoMux1),.c(ALUtoMux2),.d(ALUtoMux3),.e(ALUtoMux4),.f(ALUtoMux5),.g(ALUtoMux6),.h(ALUtoMux7),.Select0(S1wire),.Select1(S2wire),.Select2(S3wire),.OutMux(Mux8x1toRegOut));
Registers F8 (.H(Mux8x1toRegOut),.Hout(RegisterOutoutwire),.Clr(Clearwire),.Enable(EnableOutwire),.Clock(Clk));
assign Result = RegisterOutoutwire;
assign RegA = RegisterAoutwire;
assign RegB = RegisterBoutwire;
endmodule
==> /design/flow/run.sh <==
#!/bin/bash
# OpenROAD 26Q1-2900-gdf79404cd8, Yosys 0.63+post, stock flow scripts
make -C /OpenROAD-flow-scripts/flow DESIGN_CONFIG=/design/flow/config.mk WORK_HOME=/design/flow/orfs finish
==> /design/flow/config.mk <==
export PLATFORM = sky130hd
export DESIGN_NAME = TinyCPU
export DESIGN_NICKNAME = TinyCPU
export VERILOG_FILES = /design/flow/design.v
export SDC_FILE = /design/flow/constraint.sdc
export NUM_CORES = 4
export LEC_CHECK = 1
export CORE_UTILIZATION = 30
==> /design/flow/constraint.sdc <==
current_design TinyCPU

set clk_period 4.0
set clk_io_pct 0.2

create_clock -name clk0 -period $clk_period [get_ports {Clk}]

set non_clock_inputs [all_inputs -no_clocks]
set_input_delay [expr $clk_period * $clk_io_pct] -clock clk0 $non_clock_inputs
set_output_delay [expr $clk_period * $clk_io_pct] -clock clk0 [all_outputs]
==> Changelog: implementation <==
### Changed

- Status: complete, no violations
- Ys flop type: edfxtp_1
- Placed Area: ~2600 sq um
- MaxCap Viol Count: 0
- Ys cells: about 230
- Hpwl dp: between 4000 and 5000 microns
- Root Buffer: clkbuf_8
- RSZ-0062 raised after global routing: no
- Die height: about 86 microns
- Synth warn: 12
- Combinational share of power: a little under a third
- Vias in the first global route: 1,743
- Top Ports: 37
- Syn Area/Cell: about 9 sq um
- Crit path kind: in -> reg
- Port bufs: 36
- Worst VDD drop: around 0.22 mV
- Power per cell area: 256.0 nW/um^2
- Routed WL: about 5400 microns
- Tool Warnings: roughly 43
- Area Overhead vs Synth: 23.67%
- Synth top area share: 34.35%
- Post-route ant nets: 0
- DRC violations left: 0
- Initial antenna violation count: 0
- Setup WS pre-CTS: about 820 ps
- Hold Fails Final Rpt: 0
- Clock sink count: 24
- Final worst setup slack: about 1100 ps
- CTS Buffer Depth: 2
- Global Route Usage Sum: between 15 and 20%
- Maximum clock frequency: 341.5 MHz
- Vias: between 1,500 and 2,000
- Global route overflow: 0
- Crit start category: input pin
- Worst-path maximum fanout: 13
- Yosys cell types: 44
- # setup viols final: 0
- Worst Path Required: roughly 4000 ps
- Hold slack final: roughly 570 ps
- Core area: approximately 6800 sq um
- Layout cells sized above 1: between 6 and 7%
- Routed len/inst: ~16 microns
- Clock share of power: between 20% and 30%
- Sequential share of power: just under 50%
- First-pass GRT wire length: a little under 9000 microns
- Post-synth area hogs: edfxtp_1 34%, ha_1 16%, nand2_1 5.7%
- Final period util: 73.21%
- Final Slew Violations: 0
- Clock Pin Slew Worst Setup and Hold Paths: approximately 80 ps
- Mapped Area: ~2100 sq um
- NetSw: 0.1865 mW
- CTS tree: yes
- Min cycle time layout: approximately 2900 ps
- Switching share of total power: 28.08%
- Cells after synthesis: 234
- Die W: 85.63 microns
- DIE AREA: roughly 7300 sq um
- CP arrival: 3030 ps
- Latency at later pin: roughly 260 ps
- First-pass detailed-route iteration total: 4
- Post-synth area from yosys stat: 2098 sq um
- Maximum number of pins on one net before global-route repair: 21
- Yosys top cell by area: edfxtp_1
- Critical path capture point type: register
- ANT cells: 0
- Iteration-0 DRC count of the detailed router: approximately 210
- Post-synth EDFFs: 24
- Asr flop ratio synth: 0%
- #FFs+latches synth: 24
- Post-CTS sizing: 0
- FP Rows: 30
- Vias per Instance: between 5 and 6
- Hold WC Path Type: reg -> reg
- Post-CTS Setup Bufs: 0
- Initial Util: between 30% and 40%
- Pin slew with the least headroom to its limit: between 700 and 800 ps
- Fin util: about two fifths
- Register share after synthesis: 34.35%
- Final instance area: 2595 sq um
- Final Skew: 2.925 ps
- Pleak: around 1.1 nW
- Setup TNS: 0 ps
- Final GP Congestion: a little over 0.9
- TritonCTS buffer count: 3
- Pint: 0.4777 mW
- H-tree depth: 1
- Hold-fix buffers, CTS: 0
- Relative max-transition margin: approximately half
[cell type report]
cell class | instances | area [sq um]
fillers | 690 | 4161
multi-input cells | 176 | 1241
flip-flops and latches | 24 | 720.7
repair buffers | 41 | 397.9
well taps | 80 | 100.1
inverters | 25 | 93.84
clock buffers | 3 | 41.29
[worst max-delay path, stage by stage]
cell	delay (ps)
clkdlybuf4s50_1	430
inv_1	90
ha_1	420
inv_1	160
or3_1	460
nor2_2	140
or4b_1	440
o211ai_1	90
[metal layers]
metal	vias to the layer above	share of wire, %	global-route usage [%]	wire length (microns)
li1	906	-	-	-
met1	840	47	23.87	2525
met2	46	47	24.36	2547
met3	4	5.4	3.027	290
met4	0	0.89	1.818	48
met5	-	0	0	0
[per-stage QoR]
step / cells / power [mW]
2_1_floorplan: 234 / 0.4396
3_3_place_gp: 346 / 0.5370
3_5_place_dp: 346 / 0.5338
4_1_cts: 349 / 0.6695
5_1_grt: 349 / 0.6995
6_report: 349 / 0.6642
[cells by family after synthesis]
| kind of cell | after synthesis | synth area share [%] |
|---|---|---|
| buf+inv | 34 | 6.500 |
| fa+ha+maj | 28 | 17.05 |
| simple gates | 73 | 17.47 |
| compound gates | 66 | 19.80 |
| xor+xnor | 1 | 0.4175 |
| mux | 8 | 4.413 |
| flops | 24 | 34.35 |
[worst paths after layout]
check,start,end,slack (ps),cells past startpoint
min reg2reg,F8.Hout[2],F5.Hout[2],570,2
max reg2reg,F4.Hout[2],F8.Hout[6],1480,7
min,F8.Hout[2],F5.Hout[2],570,2
max,In[11],F8.Hout[7],1070,8
[sequential cells by signal, indices dropped and copies added, names as in the netlist]
register,flops
F4.Hout,8
F8.Hout,8
F5.Hout,8
[power groups by stage]
stage / Combinational [mW] / Sequential (mW) / Clock (mW)
after CTS: 0.205 / 0.326 / 0.139
after global routing: 0.227 / 0.328 / 0.145
final: 0.204 / 0.326 / 0.135
[synthesized netlist by cell type (2+ instances only)]
library cell,instances
a21o_1,3
a21oi_1,14
a221oi_1,2
a22oi_1,4
a311oi_1,2
a31oi_1,3
and2_1,2
buf_2,4
clkbuf_1,4
edfxtp_1,24
ha_1,27
inv_1,24
mux2i_1,7
nand2_1,32
nand2b_1,4
nand3_1,2
nor2_1,5
nor2_2,2
nor2b_1,14
nor3_1,3
o211ai_1,4
o21ai_0,10
o21ai_1,12
o22ai_1,5
or3_1,2
[cell usage in the layout (no fill, tap or decap), types with 2 or more instances in the layout]
cell type,instances
a21o_1,3
a21oi_1,14
a221oi_1,2
a22oi_1,4
a311oi_1,2
a31oi_1,3
and2_1,2
buf_4,5
clkbuf_8,3
clkdlybuf4s50_1,36
edfxtp_1,24
ha_1,27
inv_1,24
mux2i_1,7
nand2_1,32
nand2b_1,4
nand3_1,2
nor2_1,5
nor2_2,2
nor2b_1,14
nor3_1,3
o211ai_1,4
o21ai_0,10
o21ai_1,12
o22ai_1,5
or3_1,2
Power is estimated from default activity; no workload was simulated.
